`/design/flow/config.mk`:
```
export PLATFORM = sky130hd
export DESIGN_NAME = top_level
export DESIGN_NICKNAME = top_level
export VERILOG_FILES = /design/flow/design.v
export SDC_FILE = /design/flow/constraint.sdc
export NUM_CORES = 4
export LEC_CHECK = 1
export CORE_UTILIZATION = 30
```
`/design/flow/constraint.sdc`:
```
current_design top_level

set clk_period 5.7
set clk_io_pct 0.2

create_clock -name clk0 -period $clk_period [get_ports {clk}]

set non_clock_inputs [all_inputs -no_clocks]
set_input_delay [expr $clk_period * $clk_io_pct] -clock clk0 $non_clock_inputs
set_output_delay [expr $clk_period * $clk_io_pct] -clock clk0 [all_outputs]
```
`/design/flow/design.v`:
```
module cpu_module (
    input wire clk,
    input wire reset,
    output reg [31:0] data_out,
    output reg error_flag
);
reg [31:0] internal_data;
reg [31:0] counter;
always @(posedge clk or posedge reset) begin
    if (reset) begin
        data_out <= 32'b0;
        internal_data <= 32'b0;
        counter <= 32'b0;
        error_flag <= 1'b0;
    end else begin
        counter <= counter + 1;
        if (counter == 32'hFFFFFFFF) begin
            error_flag <= 1'b1;  
        end else begin
            internal_data <= counter;
            data_out <= internal_data;
            error_flag <= 1'b0;
        end
    end
end
endmodule
module fpga_module (
    input wire clk,
    input wire reset,
    input wire [31:0] data_in,
    output reg [31:0] processed_data,
    output reg [1:0] error_flag
);
reg [31:0] internal_data;
always @(posedge clk or posedge reset) begin
    if (reset) begin
        internal_data <= 32'b0;
        processed_data <= 32'b0;
        error_flag <= 2'b0;
    end else begin
        internal_data <= data_in + 32'hA5A5A5A5;
        processed_data <= internal_data;
        if (processed_data > 32'hFFFFFF00) begin
            error_flag[0] <= 1'b1;  
        end else begin
            error_flag[0] <= 1'b0;
        end
        if (processed_data[0] == 1'b0) begin
            error_flag[1] <= 1'b1;  
        end else begin
            error_flag[1] <= 1'b0;
        end
    end
end
endmodule
module top_level (
    input wire clk,
    input wire reset,
    input wire uart_rx,
    output wire uart_tx,
    output wire [31:0] debug_data_out
);
wire [31:0] cpu_data_out;
wire [31:0] fpga_data_in;
wire [31:0] fpga_processed_data;
wire [1:0] cpu_error_flag;
wire [1:0] fpga_error_flag;
wire [1:0] uart_error_flags;
cpu_module cpu_instance (
    .clk(clk),
    .reset(reset),
    .data_out(cpu_data_out),
    .error_flag(cpu_error_flag)
);
fpga_module fpga_instance (
    .clk(clk),
    .reset(reset),
    .data_in(fpga_data_in),
    .processed_data(fpga_processed_data),
    .error_flag(fpga_error_flag)
);
uart_comm uart_instance (
    .clk(clk),
    .reset(reset),
    .data_in(cpu_data_out),
    .data_out(fpga_data_in),
    .uart_rx(uart_rx),
    .uart_tx(uart_tx),
    .error_flags(uart_error_flags)
);
assign debug_data_out = {cpu_error_flag, fpga_error_flag, uart_error_flags, fpga_processed_data[25:0]};
endmodule
module uart_comm (
    input wire clk,
    input wire reset,
    input wire [31:0] data_in,
    output reg [31:0] data_out,
    input wire uart_rx,
    output reg uart_tx,
    output reg [1:0] error_flags
);
reg [7:0] rx_buffer;
reg [7:0] tx_buffer;
reg [3:0] bit_counter_rx;
reg [3:0] bit_counter_tx;
reg [9:0] baud_rate_counter;
reg [1:0] state_rx;
reg [1:0] state_tx;
reg rx_ready;
reg tx_ready;
parameter integer BAUD_RATE_DIV = 10416;  
always @(posedge clk or posedge reset) begin
    if (reset) begin
        rx_buffer <= 8'b0;
        tx_buffer <= 8'b0;
        bit_counter_rx <= 4'b0;
        bit_counter_tx <= 4'b0;
        baud_rate_counter <= 10'b0;
        state_rx <= 2'b0;
        state_tx <= 2'b0;
        rx_ready <= 1'b0;
        tx_ready <= 1'b0;
        error_flags <= 2'b0;
        uart_tx <= 1'b1;
    end else begin
        baud_rate_counter <= baud_rate_counter + 1;
        if (baud_rate_counter == BAUD_RATE_DIV) begin
            baud_rate_counter <= 10'b0;
            case (state_rx)
                2'b00: begin  
                    if (!uart_rx) begin
                        state_rx <= 2'b01;
                    end
                end
                2'b01: begin  
                    rx_buffer[bit_counter_rx] <= uart_rx;
                    bit_counter_rx <= bit_counter_rx + 1;
                    if (bit_counter_rx == 4'b1000) begin
                        state_rx <= 2'b10;
                        bit_counter_rx <= 4'b0;
                    end
                end
                2'b10: begin  
                    if (uart_rx) begin
                        data_out <= {24'b0, rx_buffer};  
                        rx_ready <= 1'b1;
                        state_rx <= 2'b00;
                    end else begin
                        error_flags[0] <= 1'b1;  
                        state_rx <= 2'b00;
                    end
                end
            endcase
        end
        if (tx_ready) begin
            if (baud_rate_counter == BAUD_RATE_DIV) begin
                baud_rate_counter <= 10'b0;
                case (state_tx)
                    2'b00: begin  
                        uart_tx <= 1'b0;
                        state_tx <= 2'b01;
                    end
                    2'b01: begin  
                        uart_tx <= tx_buffer[bit_counter_tx];
                        bit_counter_tx <= bit_counter_tx + 1;
                        if (bit_counter_tx == 4'b1000) begin
                            state_tx <= 2'b10;
                            bit_counter_tx <= 4'b0;
                        end
                    end
                    2'b10: begin  
                        uart_tx <= 1'b1;
                        tx_ready <= 1'b0;
                        state_tx <= 2'b00;
                    end
                endcase
            end
        end else if (!tx_ready && !rx_ready) begin
            tx_buffer <= data_in[7:0];  
            tx_ready <= 1'b1;
        end
    end
end
endmodule
```
`/design/flow/run.sh`:
```
#!/bin/bash
# OpenROAD 26Q1-2900-gdf79404cd8, Yosys 0.63+post, stock flow scripts
make -C /OpenROAD-flow-scripts/flow DESIGN_CONFIG=/design/flow/config.mk WORK_HOME=/design/flow/orfs finish
```
==> impl_metrics.csv <==
group,metric,value,unit
synth,synth.distinct_cells,19,
floorplanning,pin_count,36,
timing,finalHoldViolations,0,
cts,holdBufCountCts,0,
floorplanning,die_y,77.6,um
timing,slew_violations,0,
worst_setup_path,crit_fanout,1,
route,drc,0,
cts,cts.clk_slew.worst_paths,0.06,ns
min_path,hold_end,"cpu_instance.counter[31]",
route,detail-route-antenna-nets,0,
cts,cts_setup_buffers,0,
worst_setup_path,cpMaxStageDelayCell,"clkdlybuf4s50_1",
place,hpwl,1.54,mm
flow_run,maxCapViolCount,0,
pwr,pwr-share-comb,0.016,
final_layout,syn_to_final_growth,4.81,%
place,gp_congestion,0.754,
synth,yosys_cells,156,
worst_setup_path,r2r_slack,3.99,ns
route,viasPerCell,4.06,
pwr,ir_worst_vdd,0.114,mV
cts,clockBufferDepth,2,
cts,clk_latency,0.28,ns
grt,gr-usage-all-layers,0.0835,
worst_setup_path,worstPathRequired,4.56,ns
worst_setup_path,setup.worst_path.start_class,"flop",
worst_setup_path,cp-end-kind,"primary output",
timing,tightest_slew,0.578,ns
synth,ys_ff,34,
cts,cts_tree,"done",
worst_setup_path,path_class,"reg -> out",
timing,setup_viol,0,
min_path,hold_path_class,"reg -> reg",
cts,postCtsResizedCells,0,
cts,cts_buffers,5,
cts,cts_sinks,34,
route,route.antenna.diode_count,0,
grt,grt_remaining_overflow,0,
floorplanning,rows,27,
worst_setup_path,r2r-start,"cpu_instance.counter[0]",
final_layout,layout-drive-gt1-share,0.0793,
worst_setup_path,crit_chain,"clkdlybuf4s50_1",
min_path,min_from,"cpu_instance.counter[31]",
cts,cts_htree_levels,2,
pwr,p_switching,0.0825,mW
timing,rsz0062_at_grt,"false",
pwr,power_density,233,mW/mm^2
synth,synthCells,156,
route,dr.pass1.iters,4,
floorplanning,chip_area,0.00602,sq mm
timing,post-route-min-period,2.20,ns
worst_setup_path,critPathArrivalTime,1.06,ns
pwr,p_leak,0.798,nW
floorplanning,coreArea,0.00551,sq mm
route,wire_per_inst,9.67,um
floorplanning,fp.dieW,77.6,um
outcome,status,"finished, final reports clean",
grt,grt_max_degree,35,
cts,cts-root-buf,"clkbuf_8",
final_layout,layout_top_cell,"dfrtp_1",
final_layout,final_util,0.327,
pwr,clkPwrFrac,0.407,
pwr,p_int,0.336,mW
pwr,p_seq_frac,0.577,
timing,tns,0,ns
worst_setup_path,crit_buf_inv,1,
place,placed_cells,230,
grt,antenna_found_initial,0,
worst_setup_path,cpLargestDelayFamily,"buffers and inverters",
synth,seq_area_frac_synth,0.496,
final_layout,final_cell_mix,"dfrtp_1, conb_1, xnor2_1, nand3_1",
floorplanning,floorplan.core_util,0.312,
synth,synth_area,0.00172,sq mm
final_layout,fin_cells,236,
timing,max_freq,455,MHz
worst_setup_path,r2r-end,"cpu_instance.counter[24]",
route,drtIter0Drc,45,
route,wirelength,2.28,mm
grt,grt_pass1_wl,3.99,mm
min_path,min_path_cells,1,
route,vias,958,
timing,slew_headroom,0.612,
place,io_buffers,3,
timing,fin_crit_sh,0.385,
grt,grt_pass1_vias,882,
synth,avgSynthCellArea,11.0,sq um
synth,ys_area,0.00172,sq mm
pwr,p_sw_frac,0.197,
timing,clock_skew,0.00479,ns
synth,ys_warn_count,4,
flow_run,warnings,26,
worst_setup_path,reg2reg_depth,5,
worst_setup_path,critPathMaxStageDelay,0.45,ns
[cells by family after synthesis]
logic type	synth area share
buffers and inverters	0.149
XOR/XNOR	0.153
AND/OR/NAND/NOR	0.190
adder cells (fa/ha/maj)	0.00729
flip-flops	0.496
other	0.00438
[power groups by stage]
stage,clock [mW],combinational [mW],sequential [mW]
finish,0.170,0.00667,0.242
CTS,0.176,0.00751,0.242
global route,0.184,0.00891,0.242
[registers in the layout, summed over array words and instances (netlist names)]
| name | cells |
|---|---|
| fpga_instance.error_flag | 1 |
| cpu_instance.error_flag | 1 |
| cpu_instance.counter | 32 |
[stage by stage]
step / setup slack (ns) / total power [mW] / instance area, sq um / hold WS, ns
after global routing: 3.48 / 0.434 / 1800 / 0.489
after global placement: 3.80 / 0.254 / 1720 / 0.459
after CTS: 3.49 / 0.425 / 1800 / 0.473
final: 3.50 / 0.419 / 1800 / 0.470
after floorplan: 3.81 / 0.265 / 1830 / 0.438
after detailed placement: 3.80 / 0.254 / 1720 / 0.464
[cell usage after synthesis]
cell / count / area [sq um]
nor4_4: 1 / 21.3
nand2_1: 11 / 41.3
nand4_1: 11 / 68.8
nand3_1: 15 / 75.1
xnor2_1: 28 / 245
and4_1: 2 / 17.5
ha_1: 1 / 12.5
xor2_1: 2 / 17.5
conb_1: 2 / 7.51
nor2_1: 1 / 3.75
buf_4: 32 / 240
nor3_2: 3 / 30.0
inv_1: 4 / 15.0
nor4b_2: 1 / 15.0
nand4_2: 1 / 12.5
dfrtp_1: 34 / 851
and3_1: 4 / 25.0
and2_1: 1 / 6.26
nor3_1: 2 / 10.0
[layout make-up]
class	instances	area, sq um
Timing Repair Buffer	4	37.5
Tap cell	72	90.1
Multi-Input combinational cell	116	722
Sequential cell	34	851
Fill cell	549	3710
Clock buffer	6	82.6
Inverter	4	15.0
[worst max-delay path by stage]
stage / from / to / slack (ns) / depth (start not counted)
5_1_grt: fpga_instance.error_flag[1] / debug_data_out[29] / 3.48 / 1
6_report: fpga_instance.error_flag[1] / debug_data_out[29] / 3.50 / 1
4_1_cts: fpga_instance.error_flag[1] / debug_data_out[29] / 3.49 / 1
[per-layer routing]
metal / global-route usage / part of all wire
met2: 0.119 / 0.43
met3: 0.0227 / 0.048
met1: 0.134 / 0.51
met5: 0 / 0
met4: 0.0113 / 0.011
Power is estimated from default activity; no workload was simulated.
